==> design.v <==
module LcdBridge(rst_n, clk, rs, rw, e, d, cs, sck, mosi, miso);
input rst_n, clk, cs, sck, mosi;
output rs, rw, e, miso;
inout [7:0] d;
wire [7:0] outData;
wire dFlag;  
assign d = dFlag ? outData : 8'bzzzz_zzzz;
wire [7:0] ctl, data, ret_data;
wire divClk;
ClockGenerator gen(rst_n, clk, divClk);
LcdController lcd(rst_n, divClk, cs, ctl, dFlag, d, outData, rs, rw, e, data, ret_data);
SpiSlave spi(rst_n, cs, sck, mosi, miso, ctl, data, ret_data);
endmodule
module ClockGenerator(rst_n, clk, divClk);
input rst_n, clk;
output reg divClk;
parameter clkDiv = 8'b0001_1111;  
reg [7:0] clkCount;
always @(posedge clk)
begin
	if (~rst_n)
	begin
		divClk <= 1'b0;
		clkCount <= 8'b0;
	end
	else if (clkCount == clkDiv)
	begin
		divClk <= ~divClk;
		clkCount <= 8'b0;
	end
	else
		clkCount <= clkCount + 8'b1;
end
endmodule
module LcdController(rst_n, clk, trigger, ctl, dFlag, in_d, out_d, rs, rw, e, data, ret_data);
input rst_n, clk, trigger;
input [7:0] ctl, data;
output reg rs, rw, e;
output reg [7:0] ret_data;
output reg dFlag;
input [7:0] in_d;
output reg [7:0] out_d;
reg [4:0] tsp1;
parameter minTsp1 = 30;
reg [7:0] tpw;
parameter minTpw = 150;
reg [3:0] thd;
parameter minThd = 20;
reg [3:0] trest;
parameter minTrest = 250;
parameter sIdle = 4'b0000;
parameter sWriteSetup = 4'b0010;
parameter sWriteEnable = 4'b0011;
parameter sWriteDisable = 4'b0100;
parameter sWriteRelease = 4'b0101;
parameter sReadSetup = 4'b0110;
parameter sReadEnable = 4'b0111;
parameter sReadDisable = 4'b1000;
parameter sReadRelease = 4'b1001;
reg [3:0] nextState;
reg [3:0] prevState;
always @(posedge clk)
begin
	if (rst_n)
	begin
		case (prevState)
			sIdle:
			begin
				rs <= 1'b0;  
				rw <= 1'b1;  
				e <= 1'b0;  
				dFlag <= 1'b1;  
				out_d <= 8'b0000_0000;
			end
			sWriteSetup:
			begin
				rs <= ctl[1];
				rw <= ctl[0];  
				e <= 1'b0;
				dFlag <= 1'b1;  
				out_d <= data;  
			end
			sWriteEnable:
			begin
				rs <= ctl[1];
				rw <= ctl[0];  
				e <= 1'b1;  
				dFlag <= 1'b1;  
				out_d <= data;  
			end
			sWriteDisable:
			begin
				rs <= ctl[1];
				rw <= ctl[0];  
				e <= 1'b0;  
				dFlag <= 1'b1;  
				out_d <= data;  
			end
			sWriteRelease:
			begin
				rs <= 1'b0;  
				rw <= 1'b1;  
				e <= 1'b0;
				dFlag <= 1'b1;  
				out_d <= 8'b0000_0000;
			end
			sReadSetup:
			begin
				rs <= ctl[1];
				rw <= ctl[0];  
				e <= 1'b0;
				dFlag <= 1'b0;  
				out_d <= 8'b0000_0000;
			end
			sReadEnable:
			begin
				rs <= ctl[1];
				rw <= ctl[0];  
				e <= 1'b1;
				dFlag <= 1'b0;  
				out_d <= 8'b0000_0000;
			end
			sReadDisable:
			begin
				rs <= ctl[1];
				rw <= ctl[0];  
				e <= 1'b0;
				ret_data <= in_d;  
				dFlag <= 1'b0;  
				out_d <= 8'b0000_0000;
			end
			sReadRelease:
			begin
				rs <= 1'b0;  
				rw <= 1'b1;  
				e <= 1'b0;
				dFlag <= 1'b1;  
				out_d <= 8'b0000_0000;
			end
		endcase
	end
end
always @(posedge clk)
if (rst_n)
begin
	case (prevState)
	sIdle:
	begin
		if (trigger)
			if (ctl[0])
				nextState <= sWriteSetup;
			else
				nextState <= sReadSetup;
		else
			nextState <= sIdle;
	end
	sWriteSetup:
	begin
		if (tsp1 == 5'b0)
		begin
			tsp1 <= minTsp1;
			nextState <= sWriteEnable;
		end
		else
		begin
			tsp1 <= tsp1 - 5'b1;
			nextState <= sWriteSetup;
		end
	end
	sWriteEnable:
	begin
		if (tpw == 8'b0)
		begin
			tpw <= minTpw;
			nextState <= sWriteDisable;
		end
		else
		begin
			tpw <= tpw - 8'b1;
			nextState <= sWriteEnable;
		end
	end
	sWriteDisable:
	begin
		if (thd == 4'b0)
		begin
			thd <= minThd;
			nextState <= sWriteRelease;
		end
		else
		begin
			thd <= thd - 4'b1;
			nextState <= sWriteDisable;
		end
	end
	sWriteRelease:
	begin
	if (trest == 4'b0)
		begin
			trest <= minTrest;
			nextState <= sIdle;
		end
		else
		begin
			trest <= trest - 4'b1;
			nextState <= sWriteRelease;
		end
	end
	sReadSetup:
	begin
		if (tsp1 == 5'b0)
		begin
			tsp1 <= minTsp1;
			nextState <= sReadEnable;
		end
		else
		begin
			tsp1 <= tsp1 - 5'b1;
			nextState <= sReadSetup;
		end
	end
	sReadEnable:
	begin
		if (tpw == 8'b0)
		begin
			tpw <= minTpw;
			nextState <= sReadDisable;
		end
		else
		begin
			tpw <= tpw - 8'b1;
			nextState <= sReadEnable;
		end
	end
	sReadDisable:
	begin
		if (thd == 4'b0)
		begin
			thd <= minThd;
			nextState <= sReadRelease;
		end
		else
		begin
			thd <= thd - 4'b1;
			nextState <= sReadDisable;
		end
	end
	sReadRelease:
	begin
	if (trest == 4'b0)
		begin
			trest <= minTrest;
			nextState <= sIdle;
		end
		else
		begin
			trest <= trest - 4'b1;
			nextState <= sReadRelease;
		end
	end
	endcase
end
always @(posedge clk)
begin
	if (~rst_n)
		prevState <= sIdle;
	else
		prevState <= nextState;
end
endmodule
module SpiSlave(rst_n, cs, sck, mosi, miso, ctl, data, ret_data);
input rst_n, cs, sck, mosi;
input [7:0] ret_data;
output reg [7:0] ctl, data;
output reg miso;
reg [3:0] i;
reg [2:0] j;
always @(negedge rst_n or posedge cs or negedge sck)
begin
	if (~rst_n)
	begin
		miso <= 1'b0;
		i <= 4'b1111;
		j <= 3'b111;
	end
	else if (cs)
	begin
		miso <= 1'b0;
		i <= 4'b1111;
		j <= 3'b111;
	end
	else if (i > 4'b0111)
	begin	
		miso <= 1'b0;
		ctl[j] <= mosi;
		j <= j - 3'b1;
		i <= i - 4'b1;
	end
	else
	begin
		miso <= ret_data[i];
		data[i] <= mosi;
		i <= i - 4'b1;
	end
end
endmodule
==> run.sh <==
#!/bin/bash
# OpenROAD 26Q1-2900-gdf79404cd8, Yosys 0.63+post, stock flow scripts
make -C /OpenROAD-flow-scripts/flow DESIGN_CONFIG=/design/flow/config.mk WORK_HOME=/design/flow/orfs finish
==> config.mk <==
export PLATFORM = sky130hd
export DESIGN_NAME = LcdBridge
export DESIGN_NICKNAME = LcdBridge
export VERILOG_FILES = /design/flow/design.v
export SDC_FILE = /design/flow/constraint.sdc
export NUM_CORES = 4
export LEC_CHECK = 1
export CORE_UTILIZATION = 40
==> constraint.sdc <==
current_design LcdBridge

set clk_period 2.5
set clk_io_pct 0.2

create_clock -name clk0 -period $clk_period [get_ports {clk}]
create_clock -name clk1 -period $clk_period [get_ports {sck}]

set non_clock_inputs [all_inputs -no_clocks]
set_input_delay [expr $clk_period * $clk_io_pct] -clock clk0 $non_clock_inputs
set_output_delay [expr $clk_period * $clk_io_pct] -clock clk0 [all_outputs]
==> results_dict.tcl <==
# place-and-route summary
set metrics [dict create \
    outcome "complete, no violations" \
    min_path_type "flop to flop" \
    slew_viol_final 0 \
    skew_ps 53.2 \
    edf_count 54 \
    pwr-share-clk_pct 47.6 \
    regArea_mm2 0.00209 \
    startpoint_type "flop" \
    fin_cells 449 \
    antenna_cells 0 \
    grt_pass1_wl_um 10300 \
    netlist_area_mm2 0.00361 \
    yosys_warnings 4 \
    rsz0062_at_grt "no" \
    drc 0 \
    cts.reportedPaths.clkPinSlew_ps 50 \
    cts_tree "done" \
    max_slew_margin_pct 54.6 \
    yosysCellCount 312 \
    cp_max_fo 1 \
    place_congestion 0.851 \
    place_inst 424 \
    yosysUniqueCellTypes 47 \
    crit_arrival_ps 1980 \
    chip_area_mm2 0.00941 \
    drtIter0Drc 89 \
    pre_cts_slack_ps -510 \
    antenna_found_initial 0 \
    crit_path_cell_trace "buf_2" \
    viasPerCell 4.95 \
    layout-drive-gt1-share_pct 11.1 \
    portBuffers 7 \
    crit_slowest_cell "dfrtn_1" \
    hold_violations 0 \
    switching_share_pct 25.0 \
    grt-ovfl-total 0 \
    critPathBufInv 1 \
    grt_pass1_vias 2159 \
    power.density_mw_per_mm2 250 \
    n_fill_cell 781 \
    logic_area_mm2 0.00143 \
    yosys.stat.seqShare_pct 57.9 \
    initial_core_util_pct 41.4 \
    p_int_w 0.000750 \
    ff_type "edfxtp_1" \
    fin_hold_ws_ps 467 \
    pwr-share-seq_pct 48.1 \
    dieHeight_um 97.0 \
    grt_max_degree 49 \
    rows 34 \
    area_growth_pct 10.6 \
    avgRoutedWirePerCell_um 12.9 \
    setup_tns_ps 0 \
    critical_path.top_delay_family "flip-flops" \
    grt_usage_pct 13.9 \
    dr.pass1.iters 6 \
    worst_slew_pin_slew_ps 679 \
    synth_flops 75 \
    core_area_mm2 0.00872 \
    setup_viol_count_final 0 \
    finalWirelength_um 5800 \
    warnings 50 \
    critPathCaptureType "output pin" \
    unclocked_pins 48 \
    leakage_nw 1.60 \
    power_frac_comb_pct 4.4 \
    max_stage_delay_ps 380 \
    ys_area_mm2 0.00361 \
    synth_cells 312 \
    maxCapViolCount 0 \
    vdd_drop_max_v 0.000372 \
    vias 2221 \
    drtAntennaViolNets 0 \
    io_pins 17 \
    holdBufCountCts 0 \
    avgSynthCellArea_um2 11.6 \
    critical_path_class "flop to output pin" \
    die_w_um 97.0 \
    switchingPower_w 0.000250 \
    cp.required_ps 2000 \
    timing.final.ws_setup_ps 22.5 \
    async_reset_ff_share_pct 10.7 \
    untimed_endpoints 103 \
    hpwl_um 4290 \
]
repair_timing:
item                       CTS  global route
gates resized                6             0
setup endpoints to repair   18             0
setup buffers                1             0
layer usage:
layer  global-route usage (%)  part of all wire [%]  up-vias
met4                     1.72                  0.57        0
met2                     20.5                    46       28
met1                     24.0                    51     1032
met3                     1.99                   2.5        2
li1                         -                     -     1159
met5                        0                     0        -
cells by family (layout without fill, tap and decap cells):
kind of cell | Yosys count | count (layout) | synth area share (%)
simple gates | 123 | 123 | 18.4
flops | 75 | 75 | 57.9
compound gates | 44 | 44 | 8.25
buf+inv | 29 | 58 | 3.01
xor+xnor | 20 | 20 | 4.85
fa+ha+maj | 13 | 13 | 4.50
mux | 8 | 8 | 3.08
power groups by stage:
stage	registers, W	clock network [W]	logic, W
after CTS	0.000480	0.000489	0.0000444
after global routing	0.000481	0.000534	0.0000498
final	0.000481	0.000476	0.0000437
Yosys cell counts, types with 3 or more instances:
| cell | count | share of area, % |
|---|---|---|
| inv_1 | 20 | 2.1 |
| dfxtp_1 | 13 | 7.2 |
| clkbuf_1 | 9 | 0.94 |
| o21a_1 | 4 | 0.83 |
| edfxtp_1 | 54 | 45 |
| a21oi_1 | 8 | 1.1 |
| and2_1 | 18 | 3.1 |
| xor2_1 | 10 | 2.4 |
| o2bb2ai_1 | 4 | 0.97 |
| o31ai_1 | 6 | 1.2 |
| o21ai_0 | 10 | 1.4 |
| nor3_1 | 8 | 1.1 |
| and3_1 | 5 | 0.87 |
| nor2b_1 | 12 | 2.1 |
| dfstp_2 | 7 | 5.1 |
| nand3_1 | 9 | 1.2 |
| o21bai_1 | 3 | 0.62 |
| ha_1 | 13 | 4.5 |
| nand2b_1 | 3 | 0.52 |
| mux2_2 | 5 | 1.6 |
| nor2_1 | 25 | 2.6 |
| xnor2_1 | 10 | 2.4 |
| nand2_1 | 25 | 2.6 |
stage by stage:
stage,util (%),area (um^2),power [W]
detailed placement,44.1,3840,0.000575
floorplan,-,3630,0.000556
finish,45.8,3990,0.00100
global route,45.8,3990,0.00106
CTS,45.8,3990,0.00101
global placement,44.1,3840,0.000574
cell type report:
| type | count | share of cell area [%] |
|---|---|---|
| repair buffers | 14 | 2.85 |
| clock inverters | 19 | 1.85 |
| clock buffers | 6 | 2.07 |
| well taps | 108 | 3.38 |
| multi-input cells | 208 | 35.7 |
| inverters | 19 | 1.79 |
| flip-flops and latches | 75 | 52.3 |
layout by cell type, fill, tap and decap left out, types with 3 or more instances in the layout:
| cell | count |
|---|---|
| edfxtp_1 | 54 |
| inv_1 | 36 |
| nand2_1 | 25 |
| nor2_1 | 25 |
| and2_1 | 18 |
| ha_1 | 13 |
| dfxtp_1 | 13 |
| xor2_1 | 10 |
| xnor2_1 | 10 |
| nor2b_1 | 10 |
| o21ai_0 | 10 |
| nand3_1 | 9 |
| a21oi_1 | 8 |
| nor3_1 | 8 |
| buf_4 | 7 |
| dfstp_2 | 7 |
| o31ai_1 | 6 |
| clkbuf_8 | 6 |
| mux2_2 | 5 |
| and3_1 | 5 |
| o2bb2ai_1 | 4 |
| o21a_1 | 4 |
| nand2b_1 | 3 |
| o21bai_1 | 3 |
| dlygate4sd2_1 | 3 |
| clkdlybuf4s50_1 | 3 |
flip-flops by register name, indices dropped and copies added, names as in the netlist, 2 cells and up:
name / flops
lcd.ret_data: 8
lcd.prevState: 4
spi.j: 3
gen.clkCount: 8
spi.ctl: 2
spi.i: 4
lcd.nextState: 4
lcd.tsp1: 5
lcd.tpw: 8
spi.data: 8
d: 8
lcd.thd: 4
lcd.trest: 4
path summary, 6_finish.rpt:
path / startpoint / to / slack [ps] / cells past startpoint
min in group clk1: spi.j[1]$_DFFE_NP1P_ / spi.j[1]$_DFFE_NP1P_ / 500 / 2
worst max register to register: spi.i[0]$_DFF_NP1_ / spi.data[0]$_DFFE_NP_ / 260 / 6
min in group asynchronous: rst_n / spi.miso$_DFF_NP0_ / 1690 / 4
worst max-delay path: spi.miso$_DFF_NP0_ / miso / 20 / 1
max in group asynchronous: cs / spi.j[0]$_DFFE_NP1P_ / 520 / 4
max in group clk1: cs / spi.data[0]$_DFFE_NP_ / 80 / 3
worst min-delay path: gen.clkCount[0]$_SDFF_PP0_ / gen.clkCount[0]$_SDFF_PP0_ / 470 / 1
worst min register to register: gen.clkCount[0]$_SDFF_PP0_ / gen.clkCount[0]$_SDFF_PP0_ / 470 / 1
No activity file was given, so power comes from the tool's default toggle rates.
